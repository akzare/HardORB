==> ./design.v <==
module udp_server #(
  parameter [15:0] DEVICE_UDP_PORT  = 16'hbed0,      
  parameter [31:0] DEST_IP          = 32'h0a0105ce,  
  parameter [15:0] DEST_UDP_PORT    = 16'h1b3b,
  parameter [31:0] DEVICE_IP        = 32'h0a0105dd
) 
(
  input              clk,              
  input              reset_n,          
  input              wr_complete,      
  input              tx_done_MAC,
  input              instream_fifoempty,
  output wire        instream_rden,
  input [7:0]        instream_rddata,
  input [11:0]       instream_rcnt,
  output reg         wrRAM,             
  output reg  [7:0]  wrData,            
  output reg  [10:0] wrAddr,            
  output wire [15:0] sendDatagramSize,  
  output reg         sendDatagram,      
  output wire [31:0] destinationIP,     
  output wire [7:0]  protocolOut        
);
  parameter [15:0] UDPLEN = 16'd1292;  
  parameter [7:0]  UDPHEADERLEN = 8'd8;
  parameter  stMSB = 1'b0;
  parameter  stLSB = 1'b1;
  parameter [1:0]
  UDP_SERV_TX_IDLEXMIT        = 2'd0,  
  UDP_SERV_TX_SETWRHEADERXMIT = 2'd1,  
  UDP_SERV_TX_GETWRDATAXMIT   = 2'd2,  
  UDP_SERV_TX_WRITEFINISHXMIT = 2'd3;
  reg [1:0] udp_srv_tx_fsm;
  reg [10:0] cntXmit;
  reg        stream_read_d1;
  reg        stream_read_i;
  assign protocolOut =  8'h11;
  assign destinationIP = DEST_IP;
  assign sendDatagramSize = UDPLEN;   
  assign instream_rden = stream_read_i & ~instream_fifoempty;
  always @(posedge clk or negedge reset_n) 
  begin
    if (!reset_n) begin
      udp_srv_tx_fsm <= UDP_SERV_TX_IDLEXMIT;
      stream_read_d1 <= 1'b0;
      stream_read_i <= 1'b0;
      wrRAM <= 1'b0;
      wrData <= 8'b0;
      wrAddr <= 11'b0;
      sendDatagram <= 1'b0;
      cntXmit <= 11'b0;
    end  
    else begin
      stream_read_i <= 1'b0;
      stream_read_d1 <= instream_rden;
      wrRAM <= 1'b0;
      wrData <= 8'b0;
      sendDatagram <= 1'b0;
      wrAddr <= cntXmit[10:0] + {3'b000,8'h22};  
      case(udp_srv_tx_fsm)
        UDP_SERV_TX_IDLEXMIT:  
        begin
          cntXmit <= 11'b0;
          if (instream_fifoempty) begin
            udp_srv_tx_fsm <= UDP_SERV_TX_IDLEXMIT;
          end  
          else begin
            udp_srv_tx_fsm <= UDP_SERV_TX_SETWRHEADERXMIT;
          end
        end
        UDP_SERV_TX_SETWRHEADERXMIT:  
        begin
          if (cntXmit < 11'd8) begin
            udp_srv_tx_fsm <= UDP_SERV_TX_SETWRHEADERXMIT;
            wrRAM <= 1'b1;
            cntXmit <= cntXmit + 1;
          end  
          else begin 
            udp_srv_tx_fsm <= UDP_SERV_TX_GETWRDATAXMIT;
          end  
          case(cntXmit)
            11'd0:
            begin
              wrData <= DEVICE_UDP_PORT[15:8];
            end  
            11'd1:
            begin
              wrData <= DEVICE_UDP_PORT[7:0];
            end  
            11'd2:
            begin
              wrData <= DEST_UDP_PORT[15:8];
            end  
            11'd3:
            begin
              wrData <= DEST_UDP_PORT[7:0];
            end  
            11'd4:
            begin
              wrData <= UDPLEN[15:8];
            end  
            11'd5:
            begin
              wrData <= UDPLEN[7:0];
            end  
            11'd6, 11'd7:
            begin
              wrData <= 8'h00;
            end  
            default:
            begin
              wrData <= 8'b0;
            end
          endcase
        end
        UDP_SERV_TX_GETWRDATAXMIT:  
        begin
          wrData <= instream_rddata[7:0]; 
          wrAddr <= cntXmit[10:0] + {3'b000,8'h22};  
          if (stream_read_d1) begin
            wrRAM <= 1'b1;
            cntXmit <= cntXmit + 1;      
          end  
          if (cntXmit < (UDPLEN-2)) begin
            if (!instream_fifoempty) begin
              stream_read_i <= 1'b1;
            end
          end  
          if (cntXmit < (UDPLEN-1)) begin
            udp_srv_tx_fsm <= UDP_SERV_TX_GETWRDATAXMIT; 
          end  
          else begin
            udp_srv_tx_fsm <= UDP_SERV_TX_WRITEFINISHXMIT;
            sendDatagram <= 1'b1;
          end
        end
        UDP_SERV_TX_WRITEFINISHXMIT:  
        begin
          if (tx_done_MAC) begin
            udp_srv_tx_fsm <= UDP_SERV_TX_IDLEXMIT;
          end  
          else begin
            udp_srv_tx_fsm <= UDP_SERV_TX_WRITEFINISHXMIT;
          end  
        end
        default:
        begin
          udp_srv_tx_fsm <= UDP_SERV_TX_IDLEXMIT;
        end
      endcase
    end
  end  
endmodule
==> ./run.sh <==
#!/bin/bash
# OpenROAD 26Q1-2900-gdf79404cd8, Yosys 0.63+post, stock flow scripts
make -C /OpenROAD-flow-scripts/flow DESIGN_CONFIG=/design/flow/config.mk WORK_HOME=/design/flow/orfs finish
==> ./config.mk <==
export PLATFORM = sky130hd
export DESIGN_NAME = udp_server
export DESIGN_NICKNAME = udp_server
export VERILOG_FILES = /design/flow/design.v
export SDC_FILE = /design/flow/constraint.sdc
export NUM_CORES = 4
export LEC_CHECK = 1
export CORE_UTILIZATION = 30
==> ./constraint.sdc <==
current_design udp_server

set clk_period 3.0
set clk_io_pct 0.2

create_clock -name clk0 -period $clk_period [get_ports {clk}]

set non_clock_inputs [all_inputs -no_clocks]
set_input_delay [expr $clk_period * $clk_io_pct] -clock clk0 $non_clock_inputs
set_output_delay [expr $clk_period * $clk_io_pct] -clock clk0 [all_outputs]
==> results.txt <==
flow finished, numbers: Peak VDD IR 0.2307 mV, WS Path Type in -> out, Routed Antenna Nets 0, crit path DRT 2400 ps, Dominant flop cell dfrtp_1, post-DP HPWL 2.656 mm, pre-CTS WS 672.5 ps, first-pass GRT wire length 6.341 mm, total track usage 0.1032, tool warnings 44, synthesis area per yosys 2272 sq um, Clock Tree Buf Depth 2, Chip Area 7926 sq um, vias in the first global route 1344, Max-slew headroom 0.3928, placed instance area 2442 sq um, post-DR vias/cell 4.163, setup skew after layout 8.374 ps, Worst Setup Start Kind primary input, PD cells 537.2 nW/um^2, overall routed net length 3.900 mm, Fin Hold WS 266.4 ps, DRT Pass-1 Iters 4, critical-path maximum fanout 4, clock latency (worst-skew pair) 290 ps, # DRC 0, site row count 31, Slew @ Worst Pin 903.9 ps, synthesized area 2272 sq um, post-route cell area 2522 sq um, H-tree depth 2, gr ovfl total 0, via count 1503, width of the die 89.03 microns, YS warnings 1, Synth Seq Share 0.4191, startpoint of the worst register-to-register path cntXmit[6]$_DFFE_PN0P_, hold crit path type in -> async, CTS tree yes, clock root cell clkbuf_8, synth unique cells 40, Reg clk slew, reported paths 70 ps, RR Endpoint cntXmit[5]$_DFFE_PN0P_, CTS Buf Count 5, diode count 0, Worst setup EP type output port, ys flops 38, ys cells 234, I/O Buffers 33, max_cap viols 0, post-CTS setup buffers 0, Initial Util 0.3116, Final min period 2306 ps, maximum clock rate 433.6 MHz, Final Cycle Share 0.7687, share of flip-flops with an asynchronous set or reset 1.000, Ports 103, core area 7292 sq um, CTS Sinks 38, DIE HEIGHT 89.03 microns, Routability Congestion 0.7950, Design Power 1355 uW, Final Hold Fails 0, largest net degree at the start of global routing 23, Max Slew Vio Count 0, Post-CTS Hold Buffers 0, worst reg-to-reg path cell count 4, share of cells above drive strength 1 0.04198, run status finished, final reports clean, Avg Synthesized Cell Area 9.710 sq um, Area Overhead vs Synth 11.01%, r2r setup slk 1020 ps, post-CTS sizing 0, Final WS setup 693.8 ps, Starting DRT DRC Count 66, CP arrival 1710 ps, Setup-failing EPs final 0, number of enable flip-flop cells 0, TNS Setup 0 ps, RSZ-0062 raised after global routing false, Leakage 0.001191 uW, initial antenna violation count 0, Post-Synthesis Cells 234, post-DR wirelength/cell 10.80 microns
logic make-up after synthesis:
kind of cell             after synthesis  synth area share
AND/OR/NAND/NOR                       56            0.1371
multiplexers                           3           0.01377
flip-flops                            38            0.4191
buffers and inverters                 77            0.2302
AND-OR/OR-AND                         42            0.1217
adder cells (fa/ha/maj)                8           0.04405
other                                  2          0.003305
XOR/XNOR                               8           0.03084
worst max-delay path, stage by stage:
cell             delay, ps
clkdlybuf4s50_1        460
nor2b_1                170
clkdlybuf4s50_1        480
power breakdown:
group | internal, uW | leakage, uW | switching [uW]
Combinational | 198 | 0.000678 | 138
Clock | 165 | 0.0000395 | 168
Sequential | 583 | 0.000473 | 103
Total | 946 | 0.00119 | 409
stage by stage:
| step | utilization | instances |
|---|---|---|
| after detailed placement | 0.3349 | 353 |
| final | 0.3459 | 361 |
| after floorplan | - | 288 |
| after CTS | 0.3459 | 361 |
| after global placement | 0.3349 | 353 |
| after global routing | 0.3459 | 361 |
Yosys cell counts (4+ instances only):
cell	n	area, sq um
buf_2	4	20.02
a21oi_1	7	35.03
or4_1	6	45.04
inv_1	9	33.78
buf_4	57	427.9
clkbuf_1	5	18.77
o31ai_1	9	67.56
o21ai_0	12	60.06
ha_1	8	100.1
dfrtp_1	37	925.9
nor2_1	8	30.03
nand3_1	4	20.02
nand2_1	20	75.07
xnor2_1	6	52.55
sequential cells by signal, indices dropped and copies added (netlist names):
register / count
wrRAM: 1
sendDatagram: 1
stream_read_d1: 1
wrData: 8
udp_srv_tx_fsm: 4
wrAddr: 11
stream_read_i: 1
cntXmit: 11
worst max-delay path by stage:
stage / from / end / slack [ps] / depth (start not counted)
4_1_cts: instream_fifoempty / instream_rden / 670 / 3
5_1_grt: instream_fifoempty / instream_rden / 630 / 3
6_report: instream_fifoempty / instream_rden / 690 / 3
per-layer routing:
layer | GRT usage | vias up | routed length, microns
li1 | - | 733 | -
met1 | 0.1499 | 704 | 1788
met2 | 0.1706 | 61 | 1799
met3 | 0.01873 | 5 | 254
met4 | 0.01154 | 0 | 57
met5 | 0 | - | 0
final cells by class:
cell class / count / area, sq um
clock buffer: 8 / 80.08
tap: 99 / 123.9
timing repair buffer: 34 / 332.8
multi-input combinational: 173 / 999.7
inverter: 9 / 33.78
fill: 747 / 4770
sequential: 38 / 952.2
cells in the final DEF (no fill, tap or decap), drive strengths merged, types with 2 or more instances in the layout:
| cell type | Yosys | routed |
|---|---|---|
| conb | 2 | 56 |
| o31ai | 9 | 9 |
| a21oi | 7 | 7 |
| inv | 9 | 9 |
| mux2i | 2 | 2 |
| nand2b | 3 | 3 |
| a21o | 3 | 3 |
| nor2 | 8 | 8 |
| nor3 | 2 | 2 |
| xor2 | 2 | 2 |
| nand3 | 4 | 4 |
| xnor2 | 6 | 6 |
| a22o | 2 | 2 |
| nor4 | 2 | 2 |
| nand4 | 3 | 3 |
| ha | 8 | 8 |
| o21ai | 13 | 13 |
| clkdlybuf4s50 | 0 | 32 |
| and3 | 3 | 3 |
| nand2 | 20 | 20 |
| or4 | 6 | 6 |
| dfrtp | 37 | 37 |
| buf | 63 | 2 |
| nor2b | 2 | 2 |
| clkbuf | 5 | 8 |
Power and IR drop assume default switching activity.
